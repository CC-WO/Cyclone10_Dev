==> flow/design.v <==
module ALU(
  input  wire       RST,
  input  wire       CLK,
  inout  wire [3:0] STOREBUS,
  inout  wire [3:0] LOADBUS,
  input  wire [3:0] Y,
  input  wire [3:0] IM,
  input  wire [1:0] SEL,
  input  wire       nFA_EN,
  input  wire       nAND_EN,
  input  wire       nOR_EN,
  input  wire       nXOR_EN,
  output wire       Z_FLAG,
  output wire       C_FLAG
  );
  wire       m_S;
  wire [3:0] m_Y;
  wire [3:0] m_REGDATA;
  wire [3:0] m_ADDERIN;
  wire [3:0] m_ADDEROUT;
  wire [3:0] m_TRIADDEROUT;
  wire       m_CO;
  wire       m_CI;
  wire [3:0] m_ANDIN;
  wire [3:0] m_ANDOUT;
  wire [3:0] m_TRIANDOUT;
  wire [3:0] m_ORIN;
  wire [3:0] m_OROUT;
  wire [3:0] m_TRIOROUT;
  wire [3:0] m_XORIN;
  wire [3:0] m_XOROUT;
  wire [3:0] m_TRIXOROUT;
  wire [7:0] m_DECODEROUT;
  wire [3:0] m_COUNTEROUT;
  wire [3:0] m_STOREDATA;
  assign m_ADDERIN = LOADBUS;
  assign m_ANDIN   = LOADBUS;
  assign m_ORIN    = LOADBUS;
  assign m_XORIN   = LOADBUS;
  assign STOREBUS  = (nFA_EN)  ? 4'bzzzz : m_TRIADDEROUT;
  assign STOREBUS  = (nAND_EN) ? 4'bzzzz : m_TRIANDOUT;
  assign STOREBUS  = (nOR_EN)  ? 4'bzzzz : m_TRIOROUT;
  assign STOREBUS  = (nXOR_EN) ? 4'bzzzz : m_TRIXOROUT;
  assign Z_FLAG = m_COUNTEROUT[0];
  assign C_FLAG = m_COUNTEROUT[1];
  LOGIC_74HC257 U_Y_SELECTOR(
    .S(SEL[0]),
    .nOE(1'b0),
    .IN0(IM),
    .IN1(Y),
    .Y(m_Y)
  );
  LOGIC_4030 U_Y_XOR(
    .A(m_Y),
    .B({SEL[1], SEL[1], SEL[1], SEL[1]}),
    .X(m_REGDATA)
  );
  LOGIC_74HC283 U_ADDER(
    .A(m_ADDERIN),
    .B(m_REGDATA),
    .CI(SEL[1]),
    .CO(m_CO),
    .SUM(m_ADDEROUT)
  );
  LOGIC_74HC125 U_ADDER_TRISTATE(
    .nA({nFA_EN,nFA_EN,nFA_EN,nFA_EN}),
    .B(m_ADDEROUT),
    .O(m_TRIADDEROUT)
  );
  LOGIC_74HC08 U_AND(
    .A(m_ANDIN),
    .B(m_REGDATA),
    .Y(m_ANDOUT)
  );
  LOGIC_74HC125 U_AND_TRISTATE(
    .nA({nAND_EN,nAND_EN,nAND_EN,nAND_EN}),
    .B(m_ANDOUT),
    .O(m_TRIANDOUT)
  );
  LOGIC_74HC32 U_OR(
    .A(m_ORIN),
    .B(m_REGDATA),
    .Y(m_OROUT)
  );
  LOGIC_74HC125 U_OR_TRISTATE(
    .nA({nOR_EN,nOR_EN,nOR_EN,nOR_EN}),
    .B(m_OROUT),
    .O(m_TRIOROUT)
  );
  LOGIC_4030 U_XOR(
    .A(m_XORIN),
    .B(m_REGDATA),
    .X(m_XOROUT)
  );
  LOGIC_74HC125 U_XOR_TRISTATE(
    .nA({nXOR_EN,nXOR_EN,nXOR_EN,nXOR_EN}),
    .B(m_XOROUT),
    .O(m_TRIXOROUT)
  );
  LOGIC_74HC259 U_DECODER(
    .A(m_ADDEROUT[2:0]),
    .D(1'b1),
    .nLE(m_ADDEROUT[3]),
    .nMR(1'b0),
    .Q(m_DECODEROUT)
  );
  LOGIC_74HC161 U_COUNTER(
    .CK(CLK),
    .nCLR(RST),
    .nLOAD(nFA_EN),
    .ENP(1'b0),
    .INT(1'b0),
    .DATAIN({2'b00, m_CO, m_DECODEROUT[0]}),
    .CO(),
    .COUNTER(m_COUNTEROUT)
  );
endmodule  
module LOGIC_4030(
  input  wire [3:0] A,
  input  wire [3:0] B,
  output wire [3:0] X
  );
  assign X = A ^ B;
endmodule  
module LOGIC_74HC08(
  input  wire [3:0] A,
  input  wire [3:0] B,
  output wire [3:0] Y
  );
  assign Y = A & B;
endmodule  
module LOGIC_74HC125(
  input wire [3:0] nA,
  input wire [3:0] B,
  inout wire [3:0] O
  );
  assign O[0] = ~nA[0] ? B[0] : 1'bz;
  assign O[1] = ~nA[1] ? B[1] : 1'bz;
  assign O[2] = ~nA[2] ? B[2] : 1'bz;
  assign O[3] = ~nA[3] ? B[3] : 1'bz;
endmodule  
module LOGIC_74HC161(
  input  wire       CK,
  input  wire       nCLR,
  input  wire       nLOAD,
  input  wire       ENP,
  input  wire       INT,
  input  wire [3:0] DATAIN,
  output wire       CO,
  output wire [3:0] COUNTER
);
  reg [3:0] m_COUNTER;
  always @(posedge CK or negedge nCLR) begin
    if (nCLR == 1'b0) begin
      m_COUNTER <= 4'b0000;
    end
    else if (nLOAD == 1'b0) begin
      m_COUNTER <= DATAIN;
    end
    else if (ENP == 1'b1 & INT == 1'b1) begin
      m_COUNTER <= m_COUNTER + 1'b1;
    end
    else begin
      m_COUNTER <= m_COUNTER;
    end
  end
  assign COUNTER = m_COUNTER;
  assign CO = (m_COUNTER == 4'b1111) ? 1'b1 : 1'b0;
endmodule  
module LOGIC_74HC257(
  input  wire       S,
  input  wire       nOE,
  input  wire [3:0] IN0,
  input  wire [3:0] IN1,
  output wire [3:0] Y
  );
  wire [3:0] m_SELEOUT;
  assign m_SELEOUT[0] = S ? IN1[0] : IN0[0];
  assign m_SELEOUT[1] = S ? IN1[1] : IN0[1];
  assign m_SELEOUT[2] = S ? IN1[2] : IN0[2];
  assign m_SELEOUT[3] = S ? IN1[3] : IN0[3];
  assign Y[0] = nOE ? 1'bz : m_SELEOUT[0];
  assign Y[1] = nOE ? 1'bz : m_SELEOUT[1];
  assign Y[2] = nOE ? 1'bz : m_SELEOUT[2];
  assign Y[3] = nOE ? 1'bz : m_SELEOUT[3];
endmodule  
module LOGIC_74HC259(
  input  wire [2:0] A,
  input  wire       D,
  input  wire       nLE,
  input  wire       nMR,
  output wire [7:0] Q
  );
  function [7:0] DECODER(
    input [2:0] A,
    input D,
    input nLE,
    input nMR
    );
  begin
    if (nMR == 0) begin
      if (nLE == 1) begin
        DECODER = 8'h00;
      end
      else begin
        case (A)
          4'b000:  DECODER = { 7'b000_0000, D             };
          4'b001:  DECODER = { 6'b00_0000 , D,        1'b0};
          4'b010:  DECODER = { 5'b0_0000  , D,       2'b00};
          4'b011:  DECODER = { 4'b0000    , D,      3'b000};
          4'b100:  DECODER = { 3'b000     , D,     4'b0000};
          4'b101:  DECODER = { 2'b00      , D,    5'b00000};
          4'b110:  DECODER = { 1'b0       , D,   6'b000000};
          4'b111:  DECODER = {              D,  7'b0000000};
          default: DECODER = 8'hzz;
        endcase
      end
    end
    else begin
      if (nLE == 1) begin
      end
      else begin
        case(A)
          4'b000:  DECODER = {DECODER[7:1], D               };
          4'b001:  DECODER = {DECODER[7:2], D, DECODER[0]   };
          4'b010:  DECODER = {DECODER[7:3], D, DECODER[1:0]};
          4'b011:  DECODER = {DECODER[7:4], D, DECODER[2:0]};
          4'b100:  DECODER = {DECODER[7:5], D, DECODER[3:0]};
          4'b101:  DECODER = {DECODER[7:6], D, DECODER[4:0]};
          4'b110:  DECODER = {DECODER[7],   D, DECODER[5:0]};
          4'b111:  DECODER = {              D, DECODER[6:0]};
          default: DECODER = 8'hzz;
        endcase
      end
    end
  end
  endfunction
  wire [7:0] m_DECODER = DECODER(A, D, nLE, nMR);
  assign Q = m_DECODER;
endmodule  
module LOGIC_74HC283(
  input  wire [3:0] A,
  input  wire [3:0] B,
  input  wire       CI,
  output wire       CO,
  output wire [3:0] SUM
  );
  wire [4:0] m_SUM;
  assign m_SUM = A + B + CI;
  assign SUM = m_SUM[3:0];
  assign CO = m_SUM[4];
endmodule  
module LOGIC_74HC32(
  input  wire [3:0] A,
  input  wire [3:0] B,
  output wire [3:0] Y
  );
  assign Y = A | B;
endmodule  
==> flow/run.sh <==
#!/bin/bash
# OpenROAD 26Q1-2900-gdf79404cd8, Yosys 0.63+post, stock flow scripts
make -C /OpenROAD-flow-scripts/flow DESIGN_CONFIG=/design/flow/config.mk WORK_HOME=/design/flow/orfs finish
==> flow/config.mk <==
export PLATFORM = sky130hd
export DESIGN_NAME = ALU
export DESIGN_NICKNAME = ALU
export VERILOG_FILES = /design/flow/design.v
export SDC_FILE = /design/flow/constraint.sdc
export NUM_CORES = 4
export LEC_CHECK = 1
export CORE_AREA = 10 10 70 70
export DIE_AREA = 0 0 80 80
==> flow/constraint.sdc <==
current_design ALU

set clk_period 2.8
set clk_io_pct 0.2

create_clock -name clk0 -period $clk_period [get_ports {CLK}]

set non_clock_inputs [all_inputs -no_clocks]
set_input_delay [expr $clk_period * $clk_io_pct] -clock clk0 $non_clock_inputs
set_output_delay [expr $clk_period * $clk_io_pct] -clock clk0 [all_outputs]
==> ci_impl_report.md <==
### Metrics collected by this job

| Metric | Value |
|---|---|
| Top cells by count, synth | `4 x mux2i_1, 4 x nand2b_1, 4 x xor2_1` |
| Cells after synthesis | `20` |
| Final HPWL DP | `762 um` |
| Yosys xor share | `0.175` |
| Netlist cell types | `9` |
| IO buf count | `14` |
| RePlAce Congestion | `0.854` |
| Post-DP Area | `387 um^2` |
| Clock Tree Root | `clkbuf_4` |
| Top FF cell, synth | `dfrtp_1` |
| Last flow stage reached | `4_1_cts` |
| Synth area leader | `dfrtp_1` |
| Outcome | `stopped before the end` |
| EDFF count, synth | `0` |
| Seq cells post-synth | `2` |
| Cell area after synthesis | `200 um^2` |
| Synth logic family | `multiplexers` |
| Aoi share | `0.0812` |
| Postcts setup bufs | `0` |
| Max-area cell share | `0.250` |
| Io pins | `26` |
| FP Rows | `21` |
| H-tree levels | `1` |
| Fp_density | `0.0586` |
| First Error | `[error] [KeplerFormal.cpp:679] Workflow failed: Iso has multiple drivers: .STOREBUS3, _17_.Y0` |
| Register share after synthesis | `0.250` |
| Synth async-reset ratio | `1.00` |
| Post-CTS Hold Buffers | `0` |
| Post-synthesis average cell area | `10.0 um^2` |
| Number of unconstrained endpoints | `4` |
| Total CTS buffers | `3` |
| YS warnings | `20` |
| Post-CTS Resized | `0` |
| Die Y | `80 um` |
| Simple share | `0.181` |
| Mux frac, synth | `0.256` |
| Num Clock Sinks | `2` |
| YS chip area | `200 um^2` |
| Width of the die | `80 um` |
| Yosys stat cell total | `20` |
| Adder Area Share | `0` |
| Biggest area cells | `dfrtp_1 25%, mux2i_1 20%, xor2_1 18%, nand2b_1 13%, o41ai_2 8.1%` |
| CTS Buffer Depth | `2` |
logic make-up after synthesis:
group | count (synthesis)
buffers and inverters | 1
flip-flops | 2
AND/OR/NAND/NOR | 7
AND-OR/OR-AND | 1
XOR/XNOR | 4
multiplexers | 5
stage by stage:
step / total power [mW] / std cells / worst slack, ps / utilization
global placement: 0.0758 / 79 / 448 / 0.113
floorplan: 0.0494 / 20 / 1160 / -
detailed placement: 0.0768 / 79 / 433 / 0.113
Power and IR drop assume default switching activity.
