## /design/flow/design.v

```verilog
module clock_divider(
  input  wire        rst,
  input  wire        clk,
  input  wire [31:0] divide,
  output wire        clock_out
  );
  reg  [15:0] cnt;
  wire [31:0] divide_half;
  reg         clk_tmp;
  assign divide_half = divide / 2 - 1;
  always @(posedge clk or posedge rst) begin
    if (rst == 1'b1) begin
      cnt <= 16'h0000;
    end
    else begin
      if (cnt == divide_half) begin
        cnt <= 16'h0000;
      end
      else begin
        cnt <= cnt + 1'b1;
      end
    end
  end
  always @(posedge clk or posedge rst) begin
    if (rst == 1'b1) begin
      clk_tmp <= 1'b0;
    end
    else begin
      if (cnt == divide_half) begin
        clk_tmp <= ~clk_tmp;
      end
      else begin
        clk_tmp <= clk_tmp;
      end
    end
  end
  assign clock_out = clk_tmp;
endmodule  
```

## /design/flow/config.mk

```make
export PLATFORM = sky130hd
export DESIGN_NAME = clock_divider
export DESIGN_NICKNAME = clock_divider
export VERILOG_FILES = /design/flow/design.v
export SDC_FILE = /design/flow/constraint.sdc
export NUM_CORES = 4
export LEC_CHECK = 1
export CORE_AREA = 10 10 104 104
export DIE_AREA = 0 0 114 114
```

## /design/flow/run.sh

```bash
#!/bin/bash
# OpenROAD 26Q1-2900-gdf79404cd8, Yosys 0.63+post, stock flow scripts
make -C /OpenROAD-flow-scripts/flow DESIGN_CONFIG=/design/flow/config.mk WORK_HOME=/design/flow/orfs finish
```

## /design/flow/constraint.sdc

```tcl
current_design clock_divider

set clk_period 5.7
set clk_io_pct 0.2

create_clock -name clk0 -period $clk_period [get_ports {clk}]

set non_clock_inputs [all_inputs -no_clocks]
set_input_delay [expr $clk_period * $clk_io_pct] -clock clk0 $non_clock_inputs
set_output_delay [expr $clk_period * $clk_io_pct] -clock clk0 [all_outputs]
```

==> metrics.cfg <==
[critical_path]
worst_setup_path_start_kind=primary input
critical_path.endpoint_type=flop
slowest_library_cell_on_the_worst_path=sky130_fd_sc_hd__nor4_4
worst_path_most_repeated_cell=sky130_fd_sc_hd__xor2_1
worst-setup-path-type=in -> reg
reg2reg_to=clk_tmp
worstPathMaxFanout=17
worstPathArrival_ps=4360
worst-endpoint-required_ps=5800
path_buffers=1
r2r-start=cnt[12]
critPathTopFamily=simple AND/OR/NAND/NOR gates
reg2reg_slack_ps=2940
crit_path_cell_trace=clkdlybuf4s50_1 > nor4_2 > nand2_1 > nor4_1 > xor2_1 > a2111o_1 > nor4_4 > xor2_1
r2r.worst_path.cells=6
slowest_stage_delay_cp_ps=800

[sta]
post-route-period-util=0.749
finalSetupViolCount=0
total_negative_setup_slack_ps=0
period_needed_ps=4270
worst-slew-pin-transition_ps=902
report.final.slew_viol_count=0
finalHoldViolations=0
finClkSkew_ps=3.91
max_slew_margin=0.394
grt_setup_unrepaired=false
achievable-frequency_mhz=234

[worst_hold_path]
min_from=clk_tmp
min_delay_path_depth=1
timing.hold.worst.class=reg -> reg
hold_path_end=clk_tmp

[yosys]
synth_sequential_area_ratio=0.295
synth.cell_area_mm2=0.00144
syn-mean-instance-area_um2=8.58
synthesis.yosys.warnings=1
yosysUniqueCellTypes=36
synth-cells-yosys=168
ys_seq_elements=17
yosysChipArea_mm2=0.00144
synth_cells=168

[routing]
detailedRoute.firstIterationViolations=53
routed_wl_mm=3.90
via_per_inst=4.14
first_pass_iters=4
avgRoutedWirePerCell_um=12.6
antennaDiodeCount=0
remaining_drc_errors=0
drt.antenna.violating_nets=0
route.vias.total=1284

[clocking]
clock_tree.htree_level_count=1
cts_setup_buffers=0
cts_num_sinks=17
root_buffer=sky130_fd_sc_hd__clkbuf_8
worstSkewPairLatency_ps=260
tritoncts.num_buffers=3
cts_tree=yes
post_cts_resized=0
ctsLongestPathBuffers=2
worst_setup_hold_path_clk_slew_ps=70
post_cts_hold_buffer_count=0

[placed_design]
place_hpwl_mm=3.21
place_congestion=0.879
detailed_place.area_mm2=0.00189
buffer_ports.inserted=33

[global_routing]
grt.overflow.total=0
use_met2=0.104
grt_max_degree=18
grt_util_met3=0.0122
first_global_vias=1331
grt_util_all_layers=0.0608
wire_length_of_the_first_global_routing_pass_mm=6.51
grt.busiest_layer=met2
use_met1=0.0801
antenna_violations_before_repair=0

[floorplanning]
floorplan.die_area_mm2=0.0130
die_w_um=114
core_region_area_mm2=0.00868
rows=34
boundaryPins=35
fp_util=0.166
die_height_um=114

[job]
openroad.warnings=26
timing.max_cap.violations=0

[pwr]
power.density_mw_per_mm2=137
irDropWorstVdd_v=0.0000627
leakage_power_nw=0.702

[outcome]
run_status=finished, final reports clean

[cells_and_area]
syn2layout_area_growth_pct=34.5
finish.utilization=0.223
layout.filler_cells=961
design_area_mm2=0.00194
share_of_cells_above_drive_strength_1=0.0446

[cell usage in the layout, fill, tap and decap left out, drive strengths merged, types with 2 or more instances in the layout]
cell,count
nand4,10
nand3,10
and2,2
inv,4
and3,2
xor2,24
nor3b,3
clkdlybuf4s50,33
nor4,10
or4,3
nor2,29
clkbuf,3
dfrtp,17
o2111ai,2
xnor2,18
ha,2
nor3,7
o21ai,2
nand2,7
[power breakdown]
| group | switching [mW] | total, mW | internal, mW |
|---|---|---|---|
| Combinational | 0.0251 | 0.0556 | 0.0305 |
| Sequential | 0.000000640 | 0.121 | 0.121 |
| Clock | 0.0413 | 0.0899 | 0.0485 |
| Total | 0.0665 | 0.266 | 0.200 |
[worst reg2reg max path: stages, from the launching register on]
cell and delay [ps]:
sky130_fd_sc_hd__dfrtp_1 440, sky130_fd_sc_hd__xnor2_1 260, sky130_fd_sc_hd__xnor2_1 80, sky130_fd_sc_hd__or4_1 410, sky130_fd_sc_hd__a2111o_1 460, sky130_fd_sc_hd__nor4_4 800
sky130_fd_sc_hd__xor2_1 140
[state kept, by name, indices dropped and copies added, names as in the netlist]
register / count
clk_tmp: 1
cnt: 16
[cells in the mapped netlist, drive strengths merged]
cell,number,share of area
a311oi,1,0.0061
a2bb2o,1,0.0069
o31a,1,0.0061
and3,2,0.0087
inv,4,0.010
clkbuf,2,0.0052
and2,2,0.0087
a21oi,1,0.0035
nand3,10,0.035
xor2,24,0.15
o211a,1,0.0069
dfrtp,17,0.30
nor3b,3,0.023
o211ai,1,0.0052
o21ai,2,0.0069
nand2,7,0.018
a2111o,1,0.0078
ha,2,0.017
nand4,10,0.043
nor2,29,0.076
o21a,1,0.0052
nor3,7,0.031
o22a,1,0.0061
or4,3,0.016
o2bb2ai,1,0.0061
buf,1,0.0052
a211oi,1,0.0052
o2111ai,2,0.012
a22oi,1,0.0052
nor2b,1,0.0043
nor4,10,0.058
xnor2,18,0.11
[area by class of cell]
cell class              instances  area (µm²)  share of cell area
repair buffers                 33         330               0.170
clock buffers                   3        41.3              0.0213
flip-flops and latches         17         425               0.219
well taps                     108         135              0.0697
clock inverters                 1        5.00             0.00258
multi-input cells             144         986               0.509
inverters                       4        15.0             0.00775
[through the flow]
stage          worst slack [ps]  power, mW  std cells  hold WS [ps]
2_1_floorplan              2210      0.144        168           420
4_1_cts                    1380      0.271        310           477
3_3_place_gp               1090      0.178        306           463
5_1_grt                    1120      0.281        310           507
3_5_place_dp               1100      0.179        306           462
6_report                   1430      0.266        310           473
[metal layers]
layer | wire length (µm) | share of wire
met5 | 0 | 0
met4 | 42 | 0.011
met3 | 145 | 0.037
met2 | 1900 | 0.49
met1 | 1810 | 0.46
[worst max-delay path by stage]
stage / depth (start not counted) / start / to / slack, ps
finish: 8 / divide[3] / clk_tmp / 1430
global route: 8 / divide[3] / cnt[9] / 1120
CTS: 8 / divide[3] / clk_tmp / 1380
[kinds of logic after synthesis]
group,share of synthesized area
and+or+nand+nor,0.322
xor gates and xnor gates,0.255
DFF,0.295
AOI/OAI and AO/OA,0.0894
buffers and inverters,0.0208
adders and majority gates,0.0174
Power and IR drop assume default switching activity.
